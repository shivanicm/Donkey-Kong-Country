==> flow/design.v <==
module IdleDirection (input [9:0] DrawX,
							 input [9:0] DrawY,
							 input [9:0] DKX,
							 input [9:0] DKY,
							 input [15:0] outX,
							 input [18:0] framenum,
							 input [18:0] candy_frame,
							 input [3:0] motion,
							 output [18:0] out,
							 output [18:0] candy_out
);
logic[18:0] newX, newY;
assign newX[9:0] = DrawX;
assign newY[9:0] = DrawY;
always_comb
begin
	case(motion)
		4'd0 :	 
		begin
			if(outX > 16'd2542)
			out = (DrawX - (outX - 16'd2542) * 19'd1 + ((DrawY - DKY) * 19'd62) + (19'd6200 * framenum));
			else
			out = (((DrawX - DKX) * 19'd1 + (DrawY - DKY) * 19'd62) + (19'd6200 * framenum));
			candy_out = 19'd0;
		end
		4'd1 :	 
		begin
			if(outX > 16'd2542)
			out = (((16'd62 - (DrawX - (outX - 16'd2542))) * 19'd1 + (DrawY - DKY) * 19'd62) + (19'd6200 * (framenum)));
			else
			out = (((DKX - (DrawX - DKX)) * 19'd1 + (DrawY - DKY) * 19'd62) + (19'd6200 * framenum));
		   candy_out = 19'd0;
		end
		4'd2 :  
		begin
			if(framenum <= 19'd9)
				begin
					if(outX > 16'd2542)
					out = (DrawX - (outX - 16'd2542) * 19'd1 + ((DrawY - DKY) * 19'd62) + (19'd6200 * framenum));
					else
					out = (((DrawX - DKX) * 19'd1 + (DrawY - DKY) * 19'd62) + (19'd6200 * framenum));
					candy_out = 19'd0;
				end
			else	
				begin
					if(outX > 16'd2542)
					out = (((DrawX - (outX - 16'd2542)) * 19'd1 + (DrawY - DKY) * 19'd62) + (19'd6200 * (framenum - 19'd10)));
					else
					out = (((DrawX - DKX) * 19'd1 + (DrawY - DKY) * 19'd62) + (19'd6200 * (framenum - 19'd10)));
					candy_out = 19'd0;
				end
		end
		4'd3 :	 
		begin			
			if(framenum <= 19'd9)
				begin
					if(outX > 16'd2542)
					out = (((16'd62 - (DrawX - (outX - 16'd2542))) * 19'd1 + (DrawY - DKY) * 19'd62) + (19'd6200 * (framenum)));
					else
					out = (((DKX - (DrawX - DKX)) * 19'd1 + (DrawY - DKY) * 19'd62) + (19'd6200 * (framenum)));
					candy_out = 19'd0;
				end
			else	
				begin
						if(outX > 16'd2542)
					out = (((16'd62 - (DrawX - (outX - 16'd2542))) * 19'd1 + (DrawY - DKY) * 19'd62) + (19'd6200 * ((framenum - 19'd10))));
					else
					out = (((DKX - (DrawX - DKX)) * 19'd1 + (DrawY - DKY) * 19'd62) + (19'd6200 * (framenum - 19'd10)));
					candy_out = 19'd0;
				end
		end
		4'd4 :  
		begin
			if(framenum <= 19'd9)
				begin
					if(outX > 16'd2542)
					out = (((DrawX - (outX - 16'd2542)) * 19'd1 + (DrawY - DKY) * 19'd62) + (19'd6200 * framenum));
					else
					out = (((DrawX - DKX) * 19'd1 + (DrawY - DKY) * 19'd62) + (19'd6200 * framenum));
					candy_out = 19'd0;
				end
			else
				begin
					if(outX > 16'd2542)
					out = (((DrawX - (outX - 16'd2542)) * 19'd1 + (DrawY - DKY) * 19'd62) + (19'd6200 * (framenum - 19'd10)));
					else
					out = (((DrawX - DKX) * 19'd1 + (DrawY - DKY) * 19'd62) + (19'd6200 * (framenum - 19'd10)));
					candy_out = 19'd0;
				end
		end
		4'd5 :	 
		begin			
			if(framenum <= 19'd9)
				begin
					if(outX > 16'd2542)
					out = (((16'd62 - (DrawX - (outX - 16'd2542))) * 19'd1 + (DrawY - DKY) * 19'd62) + (19'd6200 * (framenum)));
					else
					out = (((DKX - (DrawX - DKX)) * 19'd1 + (DrawY - DKY) * 19'd62) + (19'd6200 * (framenum)));
					candy_out = 19'd0;
				end
			else	
				begin
					if(outX > 16'd2542)
					out = (((16'd62 - (DrawX - (outX - 16'd2542))) * 19'd1 + (DrawY - DKY) * 19'd62) + (19'd6200 * ((framenum - 19'd10))));
					else
					out = (((DKX - (DrawX - DKX)) * 19'd1 + (DrawY - DKY) * 19'd62) + (19'd6200 * (framenum - 19'd10)));
					candy_out = 19'd0;
				end
		end
		4'd6 :
		begin
			if(framenum <= 19'd9)
				begin
					if(outX > 16'd2542)
					out = (((DrawX - (outX - 16'd2542)) * 19'd1 + (DrawY - DKY) * 19'd80) + (19'd8000 * framenum));
					else
					out = (((DrawX - DKX) * 19'd1 + (DrawY - DKY) * 19'd80) + (19'd8000 * framenum));
					candy_out = (((DrawX-DKX ) * 19'd1 + (DrawY - DKY)* 19'd42) +(19'd3780 *candy_frame));
				end
			else	
				begin
					if(outX > 16'd2542)
					out = (((DrawX - (outX - 16'd2542)) * 19'd1 + (DrawY - DKY) * 19'd80) + (19'd8000 * (framenum - 19'd10)));
					else
					out = (((DrawX - DKX) * 19'd1 + (DrawY - DKY) * 19'd80) + (19'd8000 * (framenum - 19'd10)));
					candy_out = (((DrawX-DKX ) * 19'd1 + (DrawY - DKY)* 19'd42) +(19'd3780 *candy_frame));
				end
		end
		default :
		begin
			out = 19'd0;
			candy_out = 19'd0;
		end
	endcase
end
 endmodule
==> flow/run.sh <==
#!/bin/bash
# OpenROAD 26Q1-2900-gdf79404cd8, Yosys 0.63+post, stock flow scripts
make -C /OpenROAD-flow-scripts/flow DESIGN_CONFIG=/design/flow/config.mk WORK_HOME=/design/flow/orfs finish
==> flow/config.mk <==
export PLATFORM = sky130hd
export DESIGN_NAME = IdleDirection
export DESIGN_NICKNAME = IdleDirection
export VERILOG_FILES = /design/flow/design.v
export SDC_FILE = /design/flow/constraint.sdc
export NUM_CORES = 4
export LEC_CHECK = 1
export CORE_UTILIZATION = 50
==> flow/constraint.sdc <==
current_design IdleDirection

set clk_period 28.6
set clk_io_pct 0.2

create_clock -name clk0 -period $clk_period

set non_clock_inputs [all_inputs -no_clocks]
set_input_delay [expr $clk_period * $clk_io_pct] -clock clk0 $non_clock_inputs
set_output_delay [expr $clk_period * $clk_io_pct] -clock clk0 [all_outputs]
==> results.txt <==
Placed Cells incl. Taps: 3,500
Die Y: 212.3 um
Non-Filler Instances: 3,501
power density over cell area: 561.1 nW/um^2
first-pass GRT wire length: 94,590 um
gr usage total: 27.94%
Slew headroom: 44.17%
DRC violations left: 0
Distinct cells, synth: 84
Max FO, Critical Path: 9
Top-area cell share: 27.15%
fillers: 4,023
CP startpoint kind: input pin
CP dominant cell by count: inv_1
largest net degree at the start of global routing: 51
cell type with the largest total area: ha_1
sequential cell area fraction in the yosys report: 0%
Crit Path Class: in2out
DR WL/cell: 16.77 um
Yosys warning count: 39
Post-Synthesis Cells: 2,785
First-pass DRT Iterations: 5
sw frac: 54.94%
Die Wd: 212.3 um
WHS Path Cells: 4
biggest cell delay along the critical path: 830 ps
share of cells above drive strength 1: 2.298%
fmax: 47.18 MHz
Hold Path Class: in2out
GRT overflow: 0
Tcrit/Tclk final: 74.11%
warning total across the stage logs: 95
internal power: 6143 uW
# clk buffers: 0
CP Capture Type: output pin
crit path DAT: 15,480 ps
Cell Area, Synth: 22,120 sq um
RSZ-0062 raised after global routing: false
Yosys chip area: 22,120 sq um
crit path from: DKY[0]
Iter 0 DRT Violations: 1,075
min Tclk post-route: 21,200 ps
GPL Wtd Cong: 0.9565
die area: 45,080 sq um
I/O Pins: 136
hold path start: DKX[0]
critical path required time: 22,880 ps
register area: 0 sq um
DR vias: 18,672
initial cell density of the core: 51.01%
Max Cap Viol: 0
DP HPWL: 52,990 um
Leak: 0.01206 uW
Core Area: 43,360 sq um
seq_cells: 0
final setup TNS: 0 ps
initial antenna violation count: 1
status: complete, no violations
row count: 76
# Cells Yosys: 2,785
vias in the first global route: 18,065
worst vdd ir: 0.0008301 V
Final Setup Violations: 0
Psw: 7491 uW
Slowest cell on crit path: fa_1
number of routed nets with antenna violations: 0
largest cells by area after synthesis: ha_1, fa_1, xnor2_1
end of the worst hold path: out[0]
Mean Syn Cell Area: 7.942 sq um
CTS Hold Buffers Added: 0
Port Buf Inserts: 134
final WL: 58,710 um
Resize count post-CTS: 0
Power Total: 13,630 uW
most frequent logic cell in the layout: ha_1
fin. max-slew vios: 0
most common logic cells in the final layout: ha_1, inv_1, xnor2_1
vias per cell: 5.333
worst-margin pin slew: 831.5 ps
Hold Violations, Final: 0
post-CTS setup buffer count: 0
area grow syn2layout: 9.849%
Yosys cell counts (7+ instances only):
cell,number
a211o_1,9
or3_1,11
a21boi_0,14
clkbuf_1,20
a31oi_1,14
and3_1,12
a21oi_1,200
inv_1,479
xnor2_1,255
o21ai_1,14
o211ai_1,18
nor2_1,218
o21ai_0,130
ha_1,480
nand4_1,8
o21bai_1,41
o41ai_1,13
and2_1,11
nand3_1,33
nand2b_1,29
o22ai_1,10
xor2_1,99
a21o_1,56
nand2_1,128
o21a_1,34
o31a_1,11
mux2i_1,20
o2111ai_1,7
or2_2,9
fa_1,195
nor3_1,52
a211oi_1,17
nor2b_1,32
cells by family (layout without fill, tap and decap cells):
logic type               count (synthesis)  in the layout  synth area share, %
AND-OR/OR-AND                          656            656                19.37
XOR/XNOR                               356            356                14.22
adder cells (fa/ha/maj)                678            678                44.94
buffers and inverters                  510            640                8.700
multiplexers                            26             26                1.222
other                                    0              1                    0
AND/OR/NAND/NOR                        559            559                11.55
how the worst max path moves through the flow:
stage         slack, ps  endpoint
global route       6610   out[18]
finish             7400   out[18]
CTS                7440   out[18]
worst max-delay path: cells and delay by family:
kind | cells | cell delay [ps]
xor+xnor | 3 | 430
fa+ha+maj | 9 | 4080
buf+inv | 9 | 1500
simple gates | 7 | 1120
compound gates | 12 | 2610
power by group through the flow:
stage	Clock, uW	Sequential, uW	Combinational, uW
after CTS	0	0	13600
after global routing	0	0	15200
final cells by class:
cell class	instances	area (sq um)	share of cell area, %
Timing Repair Buffer	159	1529	6.293
Inverter	481	1805	7.431
Multi-Input combinational cell	2275	20230	83.25
Tap cell	585	732.0	3.013
Antenna cell	1	2.502	0.01030
layer usage:
layer	part of all wire, %	GRT usage [%]	wire length, um
met1	50	43.93	29450
met4	1.5	3.225	855
met5	0	0	0
met3	6.2	4.781	3648
met2	42	42.08	24760
through the flow:
step	utilization [%]	cell area (sq um)	worst slack [ps]	hold slack [ps]
after CTS	56.03	24290	7443	12650
final	56.03	24300	7404	12640
after detailed placement	56.03	24290	7444	12640
after global routing	56.03	24290	6612	12710
after global placement	56.03	24290	7495	12640
after floorplan	-	22120	9405	11590
Power and IR drop assume default switching activity.
